===== design/flow/design.v =====
module instruction_fetch (
    input [63:0] PC,  
    output reg [31:0] instruction,  
    output reg invAddr
);
    reg [31:0] instr_mem [0:1023]; 
    always @(*) begin
        if (PC[1:0] != 0 || PC[63:2] > 1023) begin
            invAddr = 1'b1;
            instruction = 32'hxxxxxxxx;   
        end else begin
            invAddr = 1'b0;
            instruction = instr_mem[PC[11:2]];   
        end
    end
endmodule
module IF_ID_Reg (
    input wire clk,
    input wire rst,
    input branch_signal,
    input wire [63:0] pc_in,
    input wire [31:0] instruction_in,
    input wire IF_ID_Write,
    output reg [63:0] pc_out,
    output reg [31:0] instruction_out
);
always @(posedge clk or posedge rst) begin
    if (rst | branch_signal) begin
        pc_out         <= 64'b0;
        instruction_out <= 32'b0;
    end
    else if (IF_ID_Write) begin
        pc_out         <= pc_in;
        instruction_out <= instruction_in;
    end
end
endmodule

===== design/flow/run.sh =====
#!/bin/bash
# OpenROAD 26Q1-2900-gdf79404cd8, Yosys 0.63+post, stock flow scripts
make -C /OpenROAD-flow-scripts/flow DESIGN_CONFIG=/design/flow/config.mk WORK_HOME=/design/flow/orfs finish

===== design/flow/config.mk =====
export PLATFORM = sky130hd
export DESIGN_NAME = instruction_fetch
export DESIGN_NICKNAME = instruction_fetch
export VERILOG_FILES = /design/flow/design.v
export SDC_FILE = /design/flow/constraint.sdc
export NUM_CORES = 4
export LEC_CHECK = 1
export CORE_AREA = 10 10 70 70
export DIE_AREA = 0 0 80 80
export SYNTH_MEMORY_MAX_BITS = 65536

===== design/flow/constraint.sdc =====
current_design instruction_fetch

set clk_period 1.6
set clk_io_pct 0.2

create_clock -name clk0 -period $clk_period

set non_clock_inputs [all_inputs -no_clocks]
set_input_delay [expr $clk_period * $clk_io_pct] -clock clk0 $non_clock_inputs
set_output_delay [expr $clk_period * $clk_io_pct] -clock clk0 [all_outputs]

==> flow_summary.ini <==
; generated from flow reports
[critical_path]
critPathMaxStageDelay_ns = 0.46
critPathRequiredTime_ns = 1.28
crit_top_cell = buf_2
crit_family = simple AND/OR/NAND/NOR gates
cp_slowest_cell = or4_1
crit_chain = buf_2 > nor4_4 > nand4_1 > or4_1 > buf_2
worstSetupStartpointType = input pin
worstSetupPathType = input pin to output port
cp-end-kind = output port
cp_num_buf_inv = 2
critPathArrivalTime_ns = 1.42
path_max_fanout = 1

[power_and_ir_drop]
swShare_pct = 37.1
leakage_uw = 0.000365
p_int_uw = 74.2
p_per_area_mw_per_mm2 = 150
pwr-share-seq_pct = 0
p_sw_uw = 43.8
ir_drop_mv = 0.0373
pwr-share-comb_pct = 100.0
clkPwrFrac_pct = 0

[global_routing]
grt_pass1_wl_microns = 2720
use_met1_pct = 6.39
grt_max_degree = 2
met3_usage_pct = 1.93
antenna_found_initial = 0
use_met2_pct = 8.67
grt-busiest-layer = met2
grt_overflow = 0
grt_pass1_vias = 594
track_usage_pct = 5.13

[route]
drt_iter0_drc = 8
wirelength_microns = 2030
firstDrtPassIters = 2
avgViaCountPerCell = 3.28
ant_nets = 0
drc_errors = 0
route.antenna.diode_count = 0
via_count = 498
routedWlPerCell_microns = 13.4

[logic_synthesis]
synth_adder_area_share_pct = 0
synth_area_sq_um = 365
simple_gate_area_share_pct = 33.2
syn_inst = 52
synthDistinctLibCells = 8
ys_cells = 52
ys_sh_aoi_pct = 0
mux_area_share_pct = 0
avgSynthCellArea_sq_um = 7.03
ys_seq_share_pct = 0
synth.comb.largest_family = buffers and inverters
synth_xor_xnor_area_share_pct = 0
synth_warnings = 1
yosys_area_sq_um = 365

[outcome]
violations = setup timing
status = finished, violations left

[finish]
fin_cells = 152
seq_cell_count = 0
clkbuf_count = 0
final-comb-area_sq_um = 339
nFillCells = 385
drive_gt1_share_pct = 45.3
layout_top_cells = conb_1 (32), buf_2 (32), clkdlybuf4s15_1 (12)
area_growth_pct = 115
regArea_sq_um = 0

[timing]
min_period_ns = 1.74
finalCritPeriodShare_pct = 109
setup_violations = 1
rsz0062_at_grt = yes
drv_slew = 0
setup_ws_ns = -0.142
max_freq_ghz = 0.574
hold_viol_final = 0

[placement]
place_ws_ns = -0.844
dp_hpwl_microns = 1910
place_inst = 152
io_buffers = 55
gp_congestion = 0.818

[die]
rows = 21
chipWidth_microns = 80
initCoreUtil_pct = 10.7
die-height_microns = 80
io_pins = 97
die_area_sq_mm = 0.00640
core_area_sq_mm = 0.00342

[job]
cap_violations = 0
tool_warnings = 44

[clocking]
post-cts-setup-buffers = 0

[hold_path]
hp-class = input pin to output port
area by class of cell:
class	instances	share of cell area, %
timing repair buffer	55	49.5
multi-input combinational	51	43.2
tap	46	7.32
power groups by stage:
| stage | Combinational, uW | Sequential (uW) | Clock [uW] |
|---|---|---|---|
| CTS | 116 | 0 | 0 |
| global route | 129 | 0 | 0 |
| finish | 118 | 0 | 0 |
stage by stage:
stage	total power [uW]	util [%]	area, sq um	setup TNS [ns]	hold WS, ns
2_1_floorplan	62.4	-	482	0	0.760
3_3_place_gp	148	24.9	850	-0.841	1.73
3_5_place_dp	148	24.9	850	-0.844	1.74
4_1_cts	116	22.3	761	-0.146	0.990
5_1_grt	129	23.0	786	-0.228	1.03
6_report	118	23.0	786	-0.142	0.986
kinds of logic after synthesis:
family                 Yosys count
and+or+nand+nor                 19
buffers and inverters           32
other                            1
Yosys cell counts (all sizes together):
cell type / count / area share [%]
conb: 1 / 1.0
nand4: 3 / 5.1
buf: 32 / 66
nand2: 1 / 1.0
nor4: 13 / 24
nor2: 1 / 1.0
or4: 1 / 2.1
repair_timing:
item                                    4_1_cts  5_1_grt
endpoints found under the setup margin        1        1
hold buffers                                  0        0
resized                                     165        4
pin swaps                                    19        0
routing by layer:
| metal | part of all wire (%) | vias up |
|---|---|---|
| met1 | 44 | 213 |
| met2 | 45 | 52 |
| met4 | 0 | 0 |
| met3 | 12 | 0 |
| met5 | 0 | - |
| li1 | - | 233 |
worst min-delay path: stages:
cell     delay, ns
buf_2         0.08
nor4_2        0.04
nand2_1       0.05
or4_1         0.09
buf_2         0.09
worst paths after layout:
path	cells after the start	from	endpoint	slack, ns
setup / recovery	5	PC[38]	invAddr	-0.14
hold / removal	5	PC[45]	invAddr	0.99
No activity file was given, so power comes from the tool's default toggle rates.
