--- design/flow/config.mk ---
export PLATFORM = sky130hd
export DESIGN_NAME = execute
export DESIGN_NICKNAME = execute
export VERILOG_FILES = /design/flow/design.v
export SDC_FILE = /design/flow/constraint.sdc
export NUM_CORES = 4
export LEC_CHECK = 1
export CORE_UTILIZATION = 30
--- design/flow/constraint.sdc ---
current_design execute

set clk_period 59.6
set clk_io_pct 0.2

create_clock -name clk0 -period $clk_period

set non_clock_inputs [all_inputs -no_clocks]
set_input_delay [expr $clk_period * $clk_io_pct] -clock clk0 $non_clock_inputs
set_output_delay [expr $clk_period * $clk_io_pct] -clock clk0 [all_outputs]
--- design/flow/design.v ---
module add_sub_unit (a, b, result, alu_control_signal, Cout);
    input  [63:0] a;
    input  [63:0] b;
    input [3:0] alu_control_signal;
    output [63:0] result;
    output Cout;
    wire [63:0] xor_b;
    wire [63:0] xor_bit = {64{alu_control_signal[2]}};
    reg [63:0] b_selected;
    wire Cin;
    assign Cin = alu_control_signal[2];
    xor_unit Xor_unit (.a(xor_bit), .b(b), .result(xor_b));
    adder_unit Add_Sub_Unit (.a(a), .b(xor_b), .sum(result), .Cin(Cin), .Cout(Cout));
endmodule
module bitwise_and (a, b, result);
    input a;
    input b;
    output wire result;
    assign result = a & b;
endmodule
module and_unit (a, b, out);
    input [63:0] a;
    input [63:0] b;
    output wire [63:0] out;
    genvar i;
    generate
        for (i = 0; i < 64; i = i + 1) begin : bitwise_and_loop
            bitwise_and and_inst (
                .a(a[i]),
                .b(b[i]),
                .result(out[i])
            );
        end
    endgenerate
endmodule
module bitwise_or (a, b, result);
    input a;
    input b;
    output wire result;
    assign result = a | b;
endmodule
module or_unit (a, b, out);
    input [63:0] a;
    input [63:0] b;
    output wire [63:0] out;
    genvar i;
    generate
        for (i = 0; i < 64; i = i + 1) begin : bitwise_or_loop
            bitwise_or or_inst (
                .a(a[i]),
                .b(b[i]),
                .result(out[i])
            );
        end
    endgenerate
endmodule
module bitwise_xor (a, b, result);
    input a;
    input b;
    output wire result;
    assign result = a ^ b;
endmodule
module xor_unit (a, b, result);
    input [63:0] a;
    input [63:0] b;
    output wire [63:0] result;
    genvar i;
    generate
        for (i = 0; i < 64; i = i + 1) begin 
            bitwise_xor xor_inst (
                .a(a[i]),
                .b(b[i]),
                .result(result[i])
            );
        end
    endgenerate
endmodule
module shift_unit (a, b, direction, result);
    input [63:0] a;
    input [63:0] b;
    input [1:0] direction;
    output reg [63:0] result;
    reg [63:0] temp;
    wire [4:0] shift;
    assign shift = b[4:0];
    always @(*) begin
        temp = a;
        if (shift[0] == 1)
            case (direction)
                2'b00: temp = {temp[62:0], 1'b0};
                2'b11: temp = {temp[63], temp[63:1]};
                default: temp = {1'b0, temp[63:1]};
            endcase
        if (shift[1] == 1)
            case (direction)
                2'b00: temp = {temp[61:0], 2'b0};
                2'b11: temp = {{2{temp[63]}}, temp[63:2]};
                default: temp = {2'b0, temp[63:2]};
            endcase
        if (shift[2] == 1)
            case (direction)
                2'b00: temp = {temp[59:0], 4'b0};
                2'b11: temp = {{4{temp[63]}}, temp[63:4]};
                default: temp = {4'b0, temp[63:4]};
            endcase
        if (shift[3] == 1)
            case (direction)
                2'b00: temp = {temp[55:0], 8'b0};
                2'b11: temp = {{8{temp[63]}}, temp[63:8]};
                default: temp = {8'b0, temp[63:8]};
            endcase
        if (shift[4] == 1)
            case (direction)
                2'b00: temp = {temp[47:0], 16'b0};
                2'b11: temp = {{16{temp[63]}}, temp[63:16]};
                default: temp = {16'b0, temp[63:16]};
            endcase
        result = temp;
    end
endmodule
module bitwise_adder (a, b, cin, sum, cout);
    input a;
    input b;
    input cin;
    output sum;
    output cout;
    wire w1, w2, w3;
    xor x1(w1, a, b);
    xor x2(sum, w1, cin);
    and a1(w2, a, b);
    and a2(w3, w1, cin);
    or o1(cout, w2, w3);
endmodule
module adder_unit (a, b, sum, Cin, Cout);
    input  [63:0] a;
    input  [63:0] b;
    input Cin;
    output wire [63:0] sum;
    output Cout;
    wire [64:0] carry;
    assign carry[0] = Cin;
    genvar i;
    generate
        for (i = 0; i < 64; i = i + 1) 
        begin
            bitwise_adder Adder (a[i], b[i], carry[i], sum[i], carry[i+1]);
        end
    endgenerate
    assign Cout = carry[64];
endmodule
module ALU (a,b,alu_control_signal, alu_result);
    input [63:0] a;
    input [63:0] b;
    input [3:0] alu_control_signal;
    output reg [63:0]  alu_result;
    wire [63:0] add_sub_result;
    wire Cout;
    add_sub_unit Add_Sub_unit (.a(a),.b(b),.result(add_sub_result),.alu_control_signal(alu_control_signal),.Cout(Cout));
    wire [63:0] shift_result;
    wire [1:0] shift;
    assign shift = alu_control_signal[3:2];
    shift_unit Shift_unit (.a(a),.b(b),.direction(shift),.result(shift_result));
    wire [63:0] and_result;
    and_unit And_unit (.a(a),.b(b),.out(and_result));
    wire [63:0] or_result;
    or_unit Or_unit (.a(a),.b(b),.out(or_result));
    wire [63:0] xor_result;
    xor_unit xor_unit (.a(a),.b(b),.result(xor_result));
    always @(*) begin
        if (alu_control_signal == 4'b0010 || alu_control_signal == 4'b0110) 
             alu_result = add_sub_result;
        else if (alu_control_signal == 4'b0100) 
             alu_result = xor_result;
        else if (alu_control_signal == 4'b0001) 
             alu_result = or_result;
        else if (alu_control_signal == 4'b0000) 
             alu_result = and_result;
        else if (alu_control_signal == 4'b0011)
             alu_result = shift_result;
        else 
             alu_result = 0; 
    end
endmodule
module execute(
    input [3:0] alu_control_signal,
    input [63:0] rd1,
    input [63:0] rd2,
    input [63:0] PC,
    input [63:0] immediate,
    input Branch, 
    input [1:0] ALUOp,
    output [63:0] alu_output,
    output [63:0] next_PC, 
    output reg zero
);
    wire [63:0] updated_PC;
    wire [63:0] branch_target;
    ALU alu_main (
        .a(rd1),
        .b(rd2),
        .alu_control_signal(alu_control_signal),
        .alu_result(alu_output)
    );
    always @(*) begin
        if(ALUOp == 2'b01) begin
            if(alu_output == 0)
                zero = 1;
            else
                zero = 0;
        end else begin
            zero = 0;  
        end
    end
endmodule
module EX_MEM_Reg (
    input wire clk,
    input wire rst,
    input wire [63:0] pc_in,
    input wire zero_in,
    input wire [63:0] alu_result_in,
    input wire [4:0] write_reg_in,
    input wire branch_in,
    input wire memwrite_in,
    input wire memread_in,
    input wire memtoreg_in,
    input wire regwrite_in,
    output reg [63:0] pc_out,
    output reg zero_out,
    output reg [63:0] alu_result_out,
    output reg [4:0] write_reg_out,
    output reg branch_out,
    output reg memwrite_out,
    output reg memread_out,
    output reg memtoreg_out,
    output reg regwrite_out
);
always @(posedge clk or posedge rst) begin
    if (rst) begin
        pc_out         <= 64'b0;
        zero_out       <= 1'b0;
        alu_result_out <= 32'b0;
        write_reg_out  <= 5'b0;
        branch_out     <= 1'b0;
        memwrite_out   <= 1'b0;
        memread_out    <= 1'b0;
        memtoreg_out   <= 1'b0;
        regwrite_out   <= 1'b0;
    end else begin
        pc_out         <= pc_in;
        zero_out       <= zero_in;
        alu_result_out <= alu_result_in;
        write_reg_out  <= write_reg_in;
        branch_out     <= branch_in;
        memwrite_out   <= memwrite_in;
        memread_out    <= memread_in;
        memtoreg_out   <= memtoreg_in;
        regwrite_out   <= regwrite_in;
    end
end
endmodule
--- design/flow/run.sh ---
#!/bin/bash
# OpenROAD 26Q1-2900-gdf79404cd8, Yosys 0.63+post, stock flow scripts
make -C /OpenROAD-flow-scripts/flow DESIGN_CONFIG=/design/flow/config.mk WORK_HOME=/design/flow/orfs finish
==> ci_impl_report.md <==
## Synthesis and layout report

| Metric | Value |
|---|---|
| Drt pass-1 iters | `10` |
| Max Cap Viol | `0` |
| Vias in the first global route | `21259` |
| Total track usage | `40.6%` |
| VDD IR-drop max | `0.00507 mV` |
| Post-Syn Area | `0.0177 mm2` |
| Slew Limit Fails | `0` |
| Worst path slowest cell | `clkdlybuf4s50_1` |
| Layout cell share with drive strength beyond 1 | `7.07%` |
| Chip area in the Yosys report | `0.0177 mm2` |
| Most used cell, CP | `fa_1` |
| Vias per cell | `6.88` |
| Ys cells | `2649` |
| Hold/Removal Path Class | `in2out` |
| Yosys simple share | `24.4%` |
| Setup WS post-layout | `7.12 ns` |
| HPWL Detailed | `96800 um` |
| Max Clk Rate | `19.1 MHz` |
| Die Ht | `245 um` |
| CP Capture Type | `output pin` |
| Post-CTS sizing | `0` |
| GPL Wtd Cong | `1.13` |
| 1st-iter DRT viols | `3805` |
| Worst-margin pin slew | `1.07 ns` |
| Yosys xor share | `3.21%` |
| Flops | `0` |
| Synth Area per Inst | `6.70 um2` |
| Total Wirelength | `123000 um` |
| PD cells | `11.4 mW/mm2` |
| Ports | `392` |
| DRT antenna net count | `0` |
| FILL cells | `6246` |
| Multiplexer share | `0.402%` |
| Warnings from Yosys | `67` |
| Clkbuf count | `0` |
| Register area share after synthesis | `0%` |
| Startpoint Class | `input pin` |
| Crit share post-route | `88.1%` |
| Commonest Layout Cell | `nor2_1` |
| Floorplan-stage core utilization | `30.6%` |
| Adder share | `16.2%` |
| Largest net degree at the start of global routing | `170` |
| Setup TNS | `0 ns` |
| Classification of the worst setup path | `in2out` |
| Utilization after layout | `35.1%` |
| Number of antenna violations at the first check in global routing | `16` |
| Required time worst endpoint | `47.68 ns` |
| Area Growth Syn to Fin | `14.9%` |
| Syn Inst Count | `2649` |
| Final global-route overflow total | `0` |
| Worst-path fanout max | `5` |
| Top cells excl fill/tap | `nor2_1 (198), nand2_1 (196), clkdlybuf4s50_1 (193)` |
| Core area | `0.0580 mm2` |
| Final setup vio count | `0` |
| Slowest cell delay on critical path | `0.66 ns` |
| Int Pwr | `76.5 uW` |
| Num rows | `88` |
| Die area | `0.0601 mm2` |
| Post-CTS Setup Inserts | `0` |
| Via count | `24003` |
| Net Sw Frac | `67.1%` |
| Logic area | `0.0159 mm2` |
| IO buf count | `199` |
| Psw | `156 uW` |
| Status | `completed` |
| # hold bufs at CTS | `0` |
| Fin crit period | `52.48 ns` |
| Drt drc | `0` |
| Die Wd | `245 um` |
| Cell variety after synth | `95` |
| Stage-log warning count | `230` |
| Register area | `0 um2` |
| First-pass GRT wire length | `170000 um` |
| Final hold viol count | `0` |
| Slew HR | `28.2%` |
| Pleak | `7.50 nW` |
| RSZ-0062 raised after global routing | `false` |
| Place WS | `7.20 ns` |
| Synth logic family | `AND-OR/OR-AND gates` |
| Crit path arrival time | `40.56 ns` |
| WL/cell | `35.4 um` |
| Ao+oa area frac | `43.5%` |
## cell type report
| class | count | share of cell area [%] |
|---|---|---|
| antenna | 7 | 0.0859 |
| inverter | 142 | 2.61 |
| multi-input combinational | 2241 | 77.9 |
| tap | 765 | 4.69 |
| timing repair buffer | 332 | 14.7 |
## layer usage
metal | routed length [um] | vias to the layer above | global-route usage (%)
met3 | 16800 | 396 | 15.0
li1 | - | 10248 | -
met5 | 94 | - | 0
met2 | 49300 | 1818 | 55.6
met1 | 47700 | 11527 | 53.8
met4 | 9590 | 14 | 24.9
## critical path: cells and delay by family
family                     cells  cell delay [ns]
buffers and inverters          3             1.37
AOI/OAI and AO/OA              2             0.34
and+or+nand+nor                4             1.07
xor gates and xnor gates       2             0.31
adders and majority gates     62            25.51
## logic make-up after synthesis
kind of cell / count (synthesis)
adder cells (fa/ha/maj): 193
buffers and inverters: 471
AND-OR/OR-AND: 1078
multiplexers: 7
other: 1
XOR/XNOR: 65
AND/OR/NAND/NOR: 834
## power groups by stage
stage	registers [mW]	logic [mW]	clock network, mW
after global routing	0	0.242	0.00000000675
after CTS	0	0.222	0
## cells in the mapped netlist (all sizes together) (41+ instances only)
master,number,area (um2)
xnor2,64,561
nand3b,48,364
clkbuf,135,509
a31oi,78,488
o211ai,118,896
nand2,196,736
ha,131,1640
nor3,52,265
a211oi,70,543
nand2b,55,344
buf,194,1120
a221oi,53,470
o21ai,189,950
a311oi,46,409
nor2,203,764
a21oi,147,736
o221ai,43,383
fa,62,1240
inv,140,526
nand4b,41,359
nand3,72,360
## through the flow
stage / hold slack [ns] / instance area [um2] / std cells / total power [mW]
6_report: 25.04 / 20400 / 3487 / 0.232
3_5_place_dp: 25.01 / 20400 / 3480 / 0.221
4_1_cts: 25.02 / 20400 / 3480 / 0.222
2_1_floorplan: 24.02 / 18000 / 2712 / 0.121
3_3_place_gp: 25.01 / 20400 / 3480 / 0.222
5_1_grt: 25.06 / 20400 / 3483 / 0.242
## path summary, 6_finish.rpt
check | startpoint | end | slack, ns | cells after the start
max | rd1[1] | zero | 7.12 | 73
min | alu_control_signal[0] | alu_output[6] | 25.04 | 5
No activity file was given, so power comes from the tool's default toggle rates.
