$ cat flow/design.v
module execute(
    input [3:0] alu_control_signal,
    input [63:0] rd1,
    input [63:0] rd2,
    input [63:0] PC,
    input [63:0] immediate,
    input Branch, 
    input [1:0] ALUOp,
    output [63:0] alu_output,
    output [63:0] next_PC, 
    output reg zero
);
    wire [63:0] updated_PC;
    wire [63:0] branch_target;
    ALU alu_main (
        .a(rd1),
        .b(rd2),
        .alu_control_signal(alu_control_signal),
        .alu_result(alu_output)
    );
    always @(*) begin
        if(ALUOp == 2'b01) begin
            if(alu_output == 0)
                zero = 1;
            else
                zero = 0;
        end else begin
            zero = 0;  
        end
    end
endmodule
module EX_MEM_Reg (
    input wire clk,
    input wire rst,
    input wire [63:0] pc_in,
    input wire zero_in,
    input wire [63:0] alu_result_in,
    input wire [4:0] write_reg_in,
    input wire branch_in,
    input wire memwrite_in,
    input wire memread_in,
    input wire memtoreg_in,
    input wire regwrite_in,
    output reg [63:0] pc_out,
    output reg zero_out,
    output reg [63:0] alu_result_out,
    output reg [4:0] write_reg_out,
    output reg branch_out,
    output reg memwrite_out,
    output reg memread_out,
    output reg memtoreg_out,
    output reg regwrite_out
);
always @(posedge clk or posedge rst) begin
    if (rst) begin
        pc_out         <= 64'b0;
        zero_out       <= 1'b0;
        alu_result_out <= 32'b0;
        write_reg_out  <= 5'b0;
        branch_out     <= 1'b0;
        memwrite_out   <= 1'b0;
        memread_out    <= 1'b0;
        memtoreg_out   <= 1'b0;
        regwrite_out   <= 1'b0;
    end else begin
        pc_out         <= pc_in;
        zero_out       <= zero_in;
        alu_result_out <= alu_result_in;
        write_reg_out  <= write_reg_in;
        branch_out     <= branch_in;
        memwrite_out   <= memwrite_in;
        memread_out    <= memread_in;
        memtoreg_out   <= memtoreg_in;
        regwrite_out   <= regwrite_in;
    end
end
endmodule
$ cat flow/run.sh
#!/bin/bash
# OpenROAD 26Q1-2900-gdf79404cd8, Yosys 0.63+post, stock flow scripts
make -C /OpenROAD-flow-scripts/flow DESIGN_CONFIG=/design/flow/config.mk WORK_HOME=/design/flow/orfs finish
$ cat flow/config.mk
export PLATFORM = sky130hd
export DESIGN_NAME = EX_MEM_Reg
export DESIGN_NICKNAME = EX_MEM_Reg
export VERILOG_FILES = /design/flow/design.v
export SDC_FILE = /design/flow/constraint.sdc
export NUM_CORES = 4
export LEC_CHECK = 1
export CORE_AREA = 10 10 165 165
export DIE_AREA = 0 0 175 175
$ cat flow/constraint.sdc
current_design EX_MEM_Reg

set clk_period 1.0
set clk_io_pct 0.2

create_clock -name clk0 -period $clk_period [get_ports {clk}]

set non_clock_inputs [all_inputs -no_clocks]
set_input_delay [expr $clk_period * $clk_io_pct] -clock clk0 $non_clock_inputs
set_output_delay [expr $clk_period * $clk_io_pct] -clock clk0 [all_outputs]
==> results.cfg <==
; generated from flow reports
[outcome]
outcome = finished with violations
violations = setup timing

[logic_synthesis]
synth.cell_area_um2 = 3480
ys_sh_aoi_pct = 0
adder_share_pct = 0
muxShareOfSynthArea_pct = 0
synthCells = 140
synth_flops = 139
logic_family = buffers and inverters
synth_chip_area_um2 = 3480
syn_area_per_cell_um2 = 24.9
ys_warn_count = 1
ys_sh_xor_pct = 0
simple_gate_share_pct = 0
ys_cells = 140
yosysUniqueCellTypes = 2
ys_seq_share_pct = 99.9

[global_routing]
grt_pass1_vias = 2802
grt_first_pass_wirelength_um = 17100
antenna_found_initial = 0
grt_remaining_overflow = 0
grt_max_degree = 66
grt_usage_pct = 7.31

[clock_network]
h-tree-depth = 4
clock_path_buffers = 2
cts.clk_slew.worst_paths_ns = 0.06
hold_buffers = 0
cts_root_buf = clkbuf_16
numCtsBuffers = 17
cts.sinks = 139
cts_tree = built

[worst_setup_path]
cp_top_family = flip-flops
critPathMaxStageDelay_ns = 0.37
cp_slowest_cell = dfrtp_1
arrival_ns = 0.90
endpoint_kind = output port
crit_fanout = 1
cp.required_ns = 0.80
critPathLaunchType = flip-flop
crit_type = flip-flop to output port
path_cells = buf_2
crit_buf_inv = 1

[pwr]
powerDensity_nw_per_um2 = 2020
leakage_nw = 3.08
vdd_drop_max_v = 0.000904
total_power_mw = 13.6

[cells_and_area]
register_area_um2 = 3480
fin_util_pct = 28.7
final_cell_mix = clkdlybuf4s50_1, dfrtp_1, buf_2
nFillCells = 2421
drive_gt1_share_pct = 39.3
area_delta_synth_final_pct = 93.7
final_area_um2 = 6750
combGateArea_um2 = 0
layout_top_cell = clkdlybuf4s50_1
logic_gate_count = 0
fin_cells = 780

[floorplan]
fp_util_pct = 14.8
die_w_um = 175
core.rowCount = 56
core_area_um2 = 23500
io_pins = 280
die_h_um = 175
dieArea_um2 = 30600

[sta]
hold_viol = 0
maxSlewViolCount = 0
tightestPinTransition_ns = 0.351
finalClockPeriodUsage_pct = 110
fmax_ghz = 0.909
rsz0062_at_grt = true
finalSetupViolations = 139
fin_ws_ns = -0.0996
period_needed_ns = 1.10
timing.slew.headroom_pct = 76.6

[placement]
dp_cells = 748
place_worst_setup_slack_ns = -0.0557
portBuffers = 279
place_area_um2 = 6800
gp_congestion = 0.818
dp_hpwl_um = 9210

[flow_run]
tool_warnings = 28
drv_cap = 0

[detailed_routing]
dr_wl_met2_um = 5100
met3_length_um = 1570
antenna-diode-count = 0
drt-met1-wl_um = 4480
drcViolationCount = 0
top_layer = met4
drt_iter0_drc = 83
via_per_inst = 3.04
drt_wl_total_um = 11300
routedWlPerCell_um = 14.5
final_antenna_net_count = 0
drt-pass1-iter-count = 2
vias = 2371

[min_path]
hold_class = input pin to async pin
-- path summary, 6_finish.rpt --
| kind | start | end | slack (ns) | depth (start not counted) |
|---|---|---|---|---|
| max | alu_result_out[1] | alu_result_out[1] | -0.1 | 1 |
| min | rst | alu_result_out[45] | 0.19 | 3 |
| max in group asynchronous | rst | pc_out[16] | 0.44 | 3 |
| min in group clk0 | pc_in[42] | pc_out[42] | 0.22 | 1 |
-- cell type report --
| cell class | count | area share, % |
|---|---|---|
| timing repair buffer | 289 | 33.0 |
| clock buffer | 19 | 6.57 |
| inverter | 1 | 0.111 |
| clock inverter | 13 | 2.82 |
| tap | 319 | 5.92 |
| sequential | 139 | 51.6 |
-- per-stage QoR --
step,hold WS [ns],setup TNS (ns)
2_1_floorplan,0.231,-129.98
3_3_place_gp,0.628,-0.0599
3_5_place_dp,0.630,-0.0661
4_1_cts,0.174,-14.63
5_1_grt,0.191,-17.50
6_report,0.190,-9.84
-- per-layer routing --
metal	track usage, %	up-vias
met5	0	-
met4	1.06	0
met3	4.77	10
met2	11.1	180
met1	8.74	1130
li1	-	1051
-- kinds of logic after synthesis --
kind of cell	Yosys count
buffers and inverters	1
flip-flops	139
-- power by group --
group	switching, mW	internal [mW]	leakage, nW
Clock	2.41	4.26	0.297
Sequential	0.0612	5.91	1.62
Combinational	0.257	0.702	1.16
Total	2.73	10.9	3.08
-- sequential cells by signal, indices dropped and copies added, names as in the netlist --
register        cells
alu_result_out     64
pc_out             64
write_reg_out       5
branch_out          1
memread_out         1
memtoreg_out        1
memwrite_out        1
regwrite_out        1
zero_out            1
-- cell usage after synthesis --
| library cell | count | share of area [%] |
|---|---|---|
| inv_1 | 1 | 0.11 |
| dfrtp_1 | 139 | 100 |
-- repair_timing --
action	4_1_cts	5_1_grt
setup buffers	0	0
resized	438	0
cloned	0	0
setup endpoints to repair	139	139
Power figures rest on the tool's default switching activity, not on a simulated workload.
